### ./run.sh
#!/bin/bash
# OpenROAD 26Q1-2900-gdf79404cd8, Yosys 0.63+post, stock flow scripts
make -C /OpenROAD-flow-scripts/flow DESIGN_CONFIG=/design/flow/config.mk WORK_HOME=/design/flow/orfs finish
### ./config.mk
export PLATFORM = sky130hd
export DESIGN_NAME = digital_clock
export DESIGN_NICKNAME = digital_clock
export VERILOG_FILES = /design/flow/design.v
export SDC_FILE = /design/flow/constraint.sdc
export NUM_CORES = 4
export LEC_CHECK = 1
export CORE_UTILIZATION = 30
### ./constraint.sdc
current_design digital_clock

set clk_period 5.0
set clk_io_pct 0.2

create_clock -name clk0 -period $clk_period [get_ports {clk}]

set non_clock_inputs [all_inputs -no_clocks]
set_input_delay [expr $clk_period * $clk_io_pct] -clock clk0 $non_clock_inputs
set_output_delay [expr $clk_period * $clk_io_pct] -clock clk0 [all_outputs]
### ./design.v
`timescale 1ns / 1ps
module clk_divider_1Hz(
    input clk,
    output reg clk_out = 0
);
    reg [25:0] count = 0;  
    always @(posedge clk) begin
        count <= count + 1;
        if (count == 25_000_000) begin
            clk_out <= ~clk_out;
            count <= 0;
        end
    end
endmodule
`timescale 1ns / 1ps
module clk_divider_1kHz(
    input clk,
    output reg clk_out = 0
);
    reg [15:0] count = 0;  
    always @(posedge clk) begin
        count <= count + 1;
        if (count == 25_000) begin
            clk_out <= ~clk_out;
            count <= 0;
        end
    end
endmodule
`timescale 1ns / 1ps
module digital_clock(
    input clk,            
    input rst,            
    output reg [7:0] seg,   
    output reg [3:0] an    
);
    wire clk_1Hz;
    wire clk_1kHz;
    reg [5:0] sec = 0;
    reg [5:0] min = 0;
    reg [1:0] digit_sel = 0;
    reg [3:0] digit_data;
    clk_divider_1Hz  clk1 (.clk(clk), .clk_out(clk_1Hz));
    clk_divider_1kHz clk2 (.clk(clk), .clk_out(clk_1kHz));
    always @(posedge clk_1Hz or posedge rst) begin
        if (rst) begin
            sec <= 0;
            min <= 0;
        end else begin
            if (sec == 59) begin
                sec <= 0;
                if (min == 59)
                    min <= 0;
                else
                    min <= min + 1;
            end else
                sec <= sec + 1;
        end
    end
    always @(posedge clk_1kHz) begin
        digit_sel <= digit_sel + 1;
       case (digit_sel)
    2'b00: begin
        digit_data <= sec % 10;
        an <= 4'b0001;
    end
    2'b01: begin
        digit_data <= sec / 10;
        an <= 4'b1000;
    end
    2'b10: begin
        digit_data <= min % 10;
        an <= 4'b0100;
    end
    2'b11: begin
        digit_data <= min / 10;
        an <= 4'b0010;
    end
endcase
        case (digit_data)
            4'd0: seg <= 8'b00000011;
            4'd1: seg <= 8'b10011111;
            4'd2: seg <= 8'b00100101;
            4'd3: seg <= 8'b00001101;
            4'd4: seg <= 8'b10011001;
            4'd5: seg <= 8'b01001001;
            4'd6: seg <= 8'b01000001;
            4'd7: seg <= 8'b00011111;
            4'd8: seg <= 8'b00000001;
            4'd9: seg <= 8'b00001001;
            default: seg <= 8'b11111111;
        endcase
    end
endmodule
==> flow_summary.json <==
{
  "die_w_um": 117,
  "syn-instance-count": 449,
  "fmax_mhz": 475,
  "synthesis.area_um2": 4000,
  "cts_resized": 0,
  "grt_busiest_layer": "met2",
  "flop_area_um2": 1540,
  "clock_latency_ns": 0.28,
  "die_h_um": 117,
  "combGateArea_um2": 2270,
  "drt-vias-per-instance": 4.79,
  "placementRows": 41,
  "grt_pass1_wl_um": 12300,
  "synth_chip_area_um2": 4000,
  "place_congestion": 0.913,
  "cts_tree": "yes",
  "yosysSeqAreaShare": 0.385,
  "cap_violations": 0,
  "syn_avg_cell_area_um2": 8.91,
  "drt_wl_total_um": 6760,
  "wl_per_cell_um": 10.8,
  "hold_path.class": "reg -> reg",
  "clk_root_buffer_cell": "clkbuf_16",
  "tool_warnings": 36,
  "grt_use_total": 0.103,
  "p_leak_nw": 1.74,
  "critical_path.top_delay_family": "simple AND/OR/NAND/NOR gates",
  "power.density_nw_per_um2": 154,
  "r2r_cells": 7,
  "use_met2": 0.165,
  "drt-pass1-iter-count": 4,
  "yosys_cells": 449,
  "edf_count": 2,
  "end_kind": "flip-flop",
  "cts_buffers": 5,
  "num_antenna_cells": 0,
  "worstPathRequired_ns": 5.17,
  "irDropWorstVdd_v": 0.000159,
  "critical_path.slowest_cell": "nor3_1",
  "mostFrequentLayoutCell": "dfxtp_1",
  "nFillCells": 1293,
  "tightestPinTransition_ns": 0.837,
  "final_cells": 625,
  "arrival_ns": 2.27,
  "crit_chain": "inv_1 > ha_1 > nor4b_1 > nand4_1 > nor3_1 > buf_4 > nor2_1",
  "async_flop_share": 0.164,
  "die-area_um2": 13800,
  "syn2layout_area_growth_pct": 9.61,
  "slew_viol_final": 0,
  "grt_use_met1": 0.161,
  "pin_count": 14,
  "antenna_found_initial": 0,
  "slowest_delay_ns": 0.70,
  "drt_iter0_markers": 174,
  "grt_overflow": 0,
  "outcome": "finished, final reports clean",
  "dp_hpwl_um": 5000,
  "post_cts_buffers": 0,
  "ff_type": "dfxtp_1",
  "vias": 2995,
  "finalHoldViolCount": 0,
  "unclocked_pins": 29,
  "clk_pin_slew_ns": 0.06,
  "maxSlewHeadroom": 0.426,
  "fp_util": 0.312,
  "swShare": 0.201,
  "dp_cells": 617,
  "grt_max_degree": 19,
  "rsz0062_at_grt": "false",
  "synth_warnings": 3,
  "holdBufCountCts": 0,
  "lay_top_cells": "59 x dfxtp_1, 52 x nor2_1, 35 x nand2_1",
  "fin_skew_ns": 0.00726,
  "io_buffers": 12,
  "finalCriticalPeriod_ns": 2.10,
  "crit_fanout": 9,
  "setup_viol": 0,
  "untimed_endpoints": 40,
  "ant_nets": 0,
  "cp.depth": 7,
  "numSynthFlops": 73,
  "fp.coreArea_um2": 12800,
  "pwr-share-clk": 0.473,
  "switching_power_mw": 0.136,
  "combPwrFrac": 0.004,
  "startpoint_type": "flip-flop",
  "p_int_mw": 0.539,
  "path_class": "reg -> reg",
  "finalClockPeriodUsage": 0.421,
  "synth_cell_type_count": 70,
  "whs_path_depth": 1,
  "path_buffers": 2,
  "drive_gt1_frac": 0.0662,
  "htreeDepth": 2,
  "grt_pass1_vias": 2764,
  "fin_tns_setup_ns": 0,
  "route.detailed.drc": 0,
  "clock_path_buffers": 2,
  "gr-usage-met3": 0.0114,
  "power_frac_seq": 0.522
}
through the flow:
stage               setup slack, ns  hold slack (ns)   util  power [mW]  cell area (µm²)
CTS                            2.86            0.461  0.342       0.684             4380
global route                   2.60            0.470  0.342       0.698             4380
finish                         2.90            0.461  0.342       0.675             4380
detailed placement             2.93            0.451  0.330       0.363             4240
floorplan                      3.13            0.430      -       0.362             4000
global placement               2.91            0.448  0.330       0.363             4240
path summary, 6_finish.rpt:
kind,end,from,slack [ns]
setup / recovery,clk1.count[11]$_SDFF_PN0_,clk1.count[0]$_SDFF_PN0_,2.90
hold / removal,clk2.count[15]$_SDFF_PN0_,clk2.count[15]$_SDFF_PN0_,0.46
setup reg to reg,clk1.count[11]$_SDFF_PN0_,clk1.count[0]$_SDFF_PN0_,2.90
hold reg to reg,clk2.count[15]$_SDFF_PN0_,clk2.count[15]$_SDFF_PN0_,0.46
cells in the mapped netlist, types with 2 or more instances:
cell type  instances  area [µm²]
nor2b_1            7        43.8
nand2_1           35         131
o31a_1             2        17.5
and2b_1            2        15.0
o2111ai_1          3        26.3
ha_1              21         263
dfrtp_1           12         300
edfxtp_1           2        60.1
xnor2_1           20         175
mux2i_1            6        60.1
buf_4              2        15.0
clkbuf_1           2        7.51
a211oi_1           4        30.0
and3_1             8        50.1
xor2_1            19         166
o31ai_1            5        37.5
and4_1             2        17.5
dfxtp_1           59        1180
inv_2              2        7.51
a31oi_1            2        12.5
mux2i_4            2        45.0
nand2b_1           6        37.5
mux2_2             4        45.0
nor4_1             2        12.5
mux2_4             3        45.0
nor3_1            12        60.1
o221ai_1           2        17.5
o211ai_1           4        30.0
a311o_1            2        20.0
inv_1             19        71.3
and2_1             6        37.5
a21oi_1           20         100
nand3_1           22         110
buf_6              3        33.8
o21ai_0           20         100
nor2_1            52         195
nor4b_1            2        17.5
nand4_1           11        68.8
buf_2              9        45.0
o22ai_1            3        18.8
cell families after synthesis:
kind of cell             share of synthesized area
AND-OR/OR-AND                                0.134
buffers and inverters                       0.0476
adder cells (fa/ha/maj)                     0.0657
AND/OR/NAND/NOR                              0.228
multiplexers                                0.0523
flip-flops                                   0.385
XOR/XNOR                                    0.0854
other                                     0.000938
power by group through the flow:
stage / registers [mW] / clock network, mW / logic (mW)
final: 0.353 / 0.319 / 0.00270
after global routing: 0.352 / 0.342 / 0.00330
after CTS: 0.352 / 0.328 / 0.00292
registers in the layout, indices dropped and copies added, names as in the netlist:
signal and flops:
min 6, clk1.count 26, clk1.clk_out 1, digit_sel 2, seg 7, sec 6
clk2.clk_out 1, clk2.count 16, digit_data 4, an 4
area by class of cell:
type / count / area share
Multi-Input combinational cell: 337 / 0.517
Clock buffer: 5 / 0.0285
Timing Repair Buffer: 13 / 0.0291
Inverter: 22 / 0.0191
Tap cell: 172 / 0.0491
Sequential cell: 73 / 0.352
Clock inverter: 3 / 0.00514
metal layers:
metal	vias to the layer above	part of all wire
met5	-	0
met4	0	0.0044
met3	7	0.029
met2	39	0.43
met1	1369	0.53
li1	1580	-
worst reg2reg max path, stage by stage, from the launching register on:
cell	delay [ns]
dfxtp_1	0.35
inv_1	0.07
ha_1	0.13
nor4b_1	0.23
nand4_1	0.15
nor3_1	0.70
buf_4	0.30
nor2_1	0.06
Power figures rest on the tool's default switching activity, not on a simulated workload.
